## ./run.sh

```bash
#!/bin/bash
# OpenROAD 26Q1-2900-gdf79404cd8, Yosys 0.63+post, stock flow scripts
make -C /OpenROAD-flow-scripts/flow DESIGN_CONFIG=/design/flow/config.mk WORK_HOME=/design/flow/orfs finish
```

## ./config.mk

```make
export PLATFORM = sky130hd
export DESIGN_NAME = lab1_spart
export DESIGN_NICKNAME = lab1_spart
export VERILOG_FILES = /design/flow/design.v
export SDC_FILE = /design/flow/constraint.sdc
export NUM_CORES = 4
export LEC_CHECK = 1
export CORE_UTILIZATION = 30
```

## ./constraint.sdc

```tcl
current_design lab1_spart

set clk_period 4.6
set clk_io_pct 0.2

create_clock -name clk0 -period $clk_period [get_ports {CLOCK_50}]

set non_clock_inputs [all_inputs -no_clocks]
set_input_delay [expr $clk_period * $clk_io_pct] -clock clk0 $non_clock_inputs
set_output_delay [expr $clk_period * $clk_io_pct] -clock clk0 [all_outputs]
```

## ./design.v

```verilog
module baud_rate(
    input clk,
    input rst,
    input [1:0] ioaddr,
    inout [7:0] databus,
    output logic enable
    );
reg [15 : 0] divisor;
reg [15 : 0] count;
always_ff@(posedge clk, negedge rst)begin
    if(!rst)
        divisor <= '1;
    else if(ioaddr[1] && ioaddr[0])
        divisor <= {databus, divisor[7:0]};
    else if(ioaddr[1] && !ioaddr[0])
        divisor <= {divisor[15:8], databus};
end
always_ff@(posedge clk, negedge rst) begin
    if(!rst) begin
        count <= 2;
        enable <= 0;
    end
    else if(count == 0) begin
        enable <= 1;
        count <= divisor;
    end
    else begin
        enable <= 0;
        count <= count - 1;
    end
end
endmodule
module driver(
    input clk,
    input rst,
    input [1:0] br_cfg,
    output logic iocs,
    output logic iorw,
    input rda,
    input tbr,
    output logic [1:0] ioaddr,
    inout [7:0] databus
    );
logic [15:0] baudrate;
logic [7:0] uart_reg;
always_comb begin
    case(br_cfg)
        2'b00 : baudrate = 16'd10416;
        2'b01 : baudrate = 16'd5208;
        2'b10 : baudrate = 16'd2604;
        2'b11 : baudrate = 16'd1302;
    endcase
end
always_ff @(posedge clk) begin
    if (rda) begin
        uart_reg <= databus;
    end
end
typedef enum reg [1:0] {BAUD_LOW, BAUD_HIGH, RECEIVE, TRANSMIT} state_t;
state_t state, next_state;
always_ff @(posedge clk, negedge rst) begin
	if (!rst) begin
		state <= BAUD_LOW;
	end
	else begin
		state <= next_state;
	end
end
assign databus = (state == BAUD_LOW) ?      baudrate[7:0] :
                 (state == BAUD_HIGH) ?    baudrate[15:8] :
                 (state == RECEIVE) ?           uart_reg  :
                                                      8'bz; 
always_comb begin
    iocs = 0;
    iorw = 0;
    ioaddr = 0;
    next_state = state;
    case(state)
        BAUD_LOW : begin
            ioaddr = 2'b10;
            next_state = BAUD_HIGH;
        end
        BAUD_HIGH : begin
            ioaddr = 2'b11;
            next_state = TRANSMIT;
        end
        RECEIVE : if (tbr) begin
            iocs = 1;
            next_state = TRANSMIT;
        end
        TRANSMIT : if (rda) begin
            iorw = 1;
            next_state = RECEIVE;
        end
    endcase
end
endmodule
module lab1_spart(
    input               CLOCK_50,
    input               CLOCK2_50,
    input               CLOCK3_50,
    input               CLOCK4_50,
    output reg   [6:0]  HEX0,
    output reg   [6:0]  HEX1,
    output reg   [6:0]  HEX2,
    output reg   [6:0]  HEX3,
    output reg   [6:0]  HEX4,
    output reg   [6:0]  HEX5,
    input        [3:0]  KEY,
    output		   [9:0]		LEDR,
    input        [9:0]  SW,
    inout       [35:0]  GPIO
);
wire txd;
wire rxd;
wire iocs;
wire iorw;
wire rda;
wire tbr;
wire [1:0] ioaddr;
wire [7:0] databus;
wire [1:0] br_cfg;
wire rst = KEY[0];
assign LEDR = {~rxd,~txd,7'b0,~rst};
assign GPIO[3] = txd;
assign rxd = GPIO[5];
assign br_cfg = SW[9:8];
spart spart0(   .clk(CLOCK_50),
                .rst(rst),
                .iocs(iocs),
                .iorw(iorw),
                .rda(rda),
                .tbr(tbr),
                .ioaddr(ioaddr),
                .databus(databus),
                .txd(txd),
                .rxd(rxd)
            );
driver driver0( .clk(CLOCK_50),
                .rst(rst),
                .br_cfg(br_cfg),
                .iocs(iocs),
                .iorw(iorw),
                .rda(rda),
                .tbr(tbr),
                .ioaddr(ioaddr),
                .databus(databus)
            );
always@(*) begin
	case (br_cfg)
        2'b00 : begin  
            HEX5 = 7'b1111111;
            HEX4 = 7'b1111111;
            HEX3 = 7'b0011001;  
            HEX2 = 7'b0000000;  
            HEX1 = 7'b1000000;  
            HEX0 = 7'b1000000;  
        end
		2'b01 : begin  
            HEX5 = 7'b1111111;
            HEX4 = 7'b1111111;
            HEX3 = 7'b0010000;  
            HEX2 = 7'b0000010;  
            HEX1 = 7'b1000000;  
            HEX0 = 7'b1000000;  
        end
        2'b10 : begin  
            HEX5 = 7'b1111111;
            HEX4 = 7'b1111001;  
            HEX3 = 7'b0010000;  
            HEX2 = 7'b0100100;  
            HEX1 = 7'b1000000;  
            HEX0 = 7'b1000000;  
        end
        2'b11 : begin  
            HEX5 = 7'b1111111;
            HEX4 = 7'b0110000;  
            HEX3 = 7'b0000000;  
            HEX2 = 7'b0011001;  
            HEX1 = 7'b1000000;  
            HEX0 = 7'b1000000;  
        end
        default : begin
            HEX5 = 7'b1111111;
            HEX4 = 7'b1111111;
            HEX3 = 7'b1111111;
            HEX2 = 7'b1111111;
            HEX1 = 7'b1111111;
            HEX0 = 7'b1111111;
        end
    endcase
end
endmodule
module spart(
    input clk,
    input rst,
    input iocs,
    input iorw,
    output logic rda,
    output logic tbr,
    input [1:0] ioaddr,
    inout [7:0] databus,
    output txd,
    input rxd
    );
 logic en;
 logic [8:0] transmit;
 logic [8:0] recieve;
 logic [4:0] t_cnt;
 logic [4:0] r_cnt;
 logic t_start;
 logic r_start;
 assign txd = transmit[0];
 assign databus = ((~|ioaddr) && iorw && rda) ? recieve[7:0] : 8'bz;
 always_ff@(posedge clk, negedge rst) begin
    if (!rst) begin
        transmit <= 9'b1;
        t_cnt <= 0;
        tbr <= 1;
        t_start <= 0;
    end
    else if(iocs && (!iorw) && (~|ioaddr)) begin
        t_cnt <= 0;
        tbr <= 0;
        transmit <= {databus, 1'b0};
        t_start <= 1;
    end
    else if(en && t_start) begin
        t_cnt <= t_cnt + 1;
        transmit <= {1'b1, transmit[8:1]};
        if (t_cnt == 4'd9) begin
            tbr <= 1;
            t_start <= 0;
        end
    end
 end
always_ff@(posedge clk, negedge rst) begin
    if(!rst) begin
        rda <= 0;
        recieve <= 9'b1;
        r_cnt <= 0;
        r_start <= 0;
    end 
    else if (en) begin
        recieve <= {rxd, recieve[8:1]};
        if (!r_start && !rxd) begin
            rda <= 0;
            r_cnt <= 1;
            r_start <= 1;
        end
        else
            r_cnt <= r_cnt + 1;
        if ((r_cnt == 4'd9) && r_start) begin
            r_start <= 0;
            rda <= 1;
        end
    end
    else
        rda <= 0;
end
baud_rate baud0(.clk(clk), .rst(rst), .ioaddr(ioaddr), .databus(databus), .enable(en));
endmodule
```

==> impl_metrics.ini <==
; generated from flow reports
[outcome]
status = did not finish
failed_stage = 1_2_yosys
error_line = ERROR: Found 8 problems in 'check -assert'.

[synth]
synth.distinct_cells = 47
numSynthFlops = 77
ys.flop_type = dfrtp_1
yosysTopAreaCellShare_pct = 30.65
yosysWarnings = 6
synth-edff-count = 8
synth_stat.cells = 385
ys_area_um2 = 3919
synth_top_cell_by_area = dfrtp_1
postSynthSeqShare_pct = 50.86
async_flop_share_pct = 89.61
top_cells_by_area = dfrtp_1, dfstp_2, buf_4, edfxtp_1, a21oi_1
## cell usage after synthesis, types with 5 or more instances
master     n
dfrtp_1   48
a211oi_1   5
clkbuf_1   8
o21ai_0   17
nand3_1    7
nor2_1    40
dfstp_2   21
ha_1      12
inv_1     25
xnor2_1    7
mux2i_1   14
buf_4     43
nand2_1   18
nor3_1     9
xor2_1     5
a21oi_1   38
mux2_2     8
edfxtp_1   8
## cell families after synthesis
logic type,count (synthesis),share of synthesized area (%)
AOI/OAI and AO/OA,78,11.43
xor gates and xnor gates,12,2.682
adders and majority gates,12,3.831
buffers and inverters,81,12.16
DFF,77,50.86
muxes,22,5.875
other,2,0.1916
and+or+nand+nor,101,12.96
